**design/flow/design.v**
```verilog
module Adder(
    src1_i,
    src2_i,
    sum_o
    );
input  [32-1:0]  src1_i;
input  [32-1:0]  src2_i;
output [32-1:0]  sum_o;
reg    [32-1:0]  sum_o;
always@(*)
begin
    sum_o <= src1_i + src2_i;
end
endmodule
```
**design/flow/constraint.sdc**
```tcl
current_design Adder

set clk_period 24.1
set clk_io_pct 0.2

create_clock -name clk0 -period $clk_period

set non_clock_inputs [all_inputs -no_clocks]
set_input_delay [expr $clk_period * $clk_io_pct] -clock clk0 $non_clock_inputs
set_output_delay [expr $clk_period * $clk_io_pct] -clock clk0 [all_outputs]
```
**design/flow/run.sh**
```bash
#!/bin/bash
# OpenROAD 26Q1-2900-gdf79404cd8, Yosys 0.63+post, stock flow scripts
make -C /OpenROAD-flow-scripts/flow DESIGN_CONFIG=/design/flow/config.mk WORK_HOME=/design/flow/orfs finish
```
**design/flow/config.mk**
```make
export PLATFORM = sky130hd
export DESIGN_NAME = Adder
export DESIGN_NICKNAME = Adder
export VERILOG_FILES = /design/flow/design.v
export SDC_FILE = /design/flow/constraint.sdc
export NUM_CORES = 4
export LEC_CHECK = 1
export CORE_AREA = 10 10 107 107
export DIE_AREA = 0 0 117 117
```
==> results.tsv <==
stage	metric	value	unit
outcome	status	completed	
routing	vias_per_cell	4.863	
worst_setup_path	required	19.28	ns
worst_setup_path	crit_fanout	4	
global_route	grt_max_degree	11	
placed_design	dpl_cell_area	2800	µm²
worst_setup_path	cp_slowest_cell	clkdlybuf4s50_1	
global_route	grt_pass1_vias	2103	
global_route	antenna_found_initial	0	
worst_setup_path	crit_path_max_incr_delay	0.50	ns
routing	dr_total_vias	2125	
timing	max_freq	79.10	MHz
routing	drc	0	
worst_setup_path	critPathKind	input pin to output port	
synth	yosys_warnings	1	
routing	dr.pass1.iters	4	
timing	drv_slew	0	
worst_setup_path	cp_common_cell	clkdlybuf4s50_1	
floorplan	rows	35	
routing	ant_nets	0	
timing	finalClockPeriodUsage	52.46	%
routing	antenna_cells	0	
timing	setup_ws	11.46	ns
clocking	post_cts_buffers	0	
synth	ys_cells	241	
timing	min_period	12.64	ns
worst_setup_path	start_kind	input pin	
pwr	p_total	0.08156	mW
timing	finalHoldViolCount	0	
global_route	grt_pass1_wl	10.13	mm
worst_setup_path	crit_chain	clkdlybuf4s50_1 -> ha_1 -> fa_1 -> a21o_1 -> a31o_2 -> nand3_1 -> o221ai_1 -> a311oi_1 -> o21bai_1 -> xor2_1 -> clkdlybuf4s50_1	
cells_and_area	clock_buffers	0	
worst_setup_path	arrival	7.82	ns
synth	syn_area_per_cell	7.237	µm²
timing	worst_pin_slew	0.5572	ns
pwr	ir_drop	0.01458	mV
pwr	power_density	29.13	nW/µm²
floorplan	fp_util	18.97	%
placed_design	numPortBuffers	96	
floorplan	die_area	13690	µm²
flow_run	openroad.warnings	32	
timing	setup_viol	0	
timing	finalSetupTns	0	ns
floorplan	dieHeight	117	µm
floorplan	core_area	9196	µm²
timing	rsz0062_at_grt	false	
cells_and_area	regArea	0	µm²
cells_and_area	fillers	993	
pwr	switching_share	40.63	%
clocking	hold_buffers	0	
global_route	grt_usage	8.878	%
flow_run	max_cap_viol_count	0	
pwr	p_int	0.04842	mW
synth	syn_inst	241	
synth	syn_area	1744	µm²
placed_design	dp.final_hpwl	5.590	mm
cells_and_area	syn_to_final_growth	60.55	%
timing	maxSlewHeadroom	61.89	%
worst_setup_path	crit_buf_inv	2	
routing	drt-total-wl	6.356	mm
placed_design	dp_slack	11.45	ns
pwr	power_frac_comb	100.0	%
cells_and_area	flop-count	0	
routing	post_drt_wl_per_cell	14.54	µm
placed_design	place_inst	437	
pwr	p_seq_share	0	%
synth	ys_seq_share	0	%
cells_and_area	drive_above_1_share	3.067	%
clocking	ctsResizeCount	0	
floorplan	die_w	117	µm
placed_design	gp_congestion	0.8280	
cells_and_area	final_core_util	30.45	%
global_route	grt_overflow	0	
pwr	power.clock.fraction	0	%
floorplan	io_pins	96	
routing	drt_iter0_drc	85	
worst_hold_path	min_path_type	input pin to output port	
worst_setup_path	critPathCaptureType	output port	
synth	yosys_area	1744	µm²
cells_and_area	final_area	2800	µm²
cells_and_area	final_cell_count_no_fill	437	
worst_setup_path	critical-path-top-delay-family	AND-OR/OR-AND gates	
pwr	p_leak	1.176	nW
timing	holdWs	10.67	ns
synth	yosysUniqueCellTypes	50	
pwr	p_switching	0.03314	mW
-- cells by family after synthesis --
kind of cell | count (synthesis) | share of synthesized area [%]
AOI/OAI and AO/OA | 97 | 39.31
buffers and inverters | 17 | 3.802
adders and majority gates | 32 | 23.39
muxes | 2 | 1.148
and+or+nand+nor | 65 | 18.29
xor gates and xnor gates | 28 | 14.06
-- cells in the mapped netlist, drive strengths merged (2+ instances only) --
cell	n	area, µm²
clkbuf	8	30.03
ha	31	387.9
o21bai	5	48.80
inv	6	22.52
a31oi	3	18.77
a211oi	3	22.52
o211ai	3	22.52
nor3	4	20.02
a21oi	29	145.1
a311oi	3	43.80
o311ai	2	17.52
o21ai	15	78.82
buf	3	13.76
mux2i	2	20.02
nand2b	2	12.51
nand2	18	67.56
nor2	12	45.04
o221ai	2	17.52
nand4	8	50.05
o21a	2	15.01
or2	3	18.77
nand3	10	50.05
xnor2	13	113.9
xor2	15	131.4
a21o	19	142.6
-- metal layers --
| metal | GRT usage, % | part of all wire [%] | wire (µm) | vias up |
|---|---|---|---|---|
| met5 | 0 | 0 | 0 | - |
| met4 | 0 | 0 | 0 | 0 |
| met3 | 2.890 | 11 | 696 | 0 |
| met2 | 15.34 | 45 | 2866 | 66 |
| met1 | 11.19 | 44 | 2792 | 961 |
| li1 | - | - | - | 1098 |
-- area by class of cell --
class                           instances  area [µm²]  share of cell area [%]
Timing Repair Buffer                   96       960.9                   34.32
Multi-Input combinational cell        224        1678                   59.92
Tap cell                              111       138.9                   4.960
Inverter                                6       22.52                  0.8043
-- power groups by stage --
stage	Clock, mW	Combinational [mW]	Sequential (mW)
after CTS	0	0.0827	0
after global routing	0	0.0906	0
final	0	0.0816	0
-- layout by cell type, fill, tap and decap left out, drive strengths merged, types with 2 or more instances in the layout --
| master | instances |
|---|---|
| a211oi | 3 |
| a21o | 19 |
| a21oi | 29 |
| a311oi | 3 |
| a31oi | 3 |
| clkdlybuf4s50 | 96 |
| ha | 31 |
| inv | 6 |
| mux2i | 2 |
| nand2 | 18 |
| nand2b | 2 |
| nand3 | 10 |
| nand4 | 8 |
| nor2 | 12 |
| nor3 | 4 |
| o211ai | 3 |
| o21a | 2 |
| o21ai | 15 |
| o21bai | 5 |
| o221ai | 2 |
| o311ai | 2 |
| or2 | 3 |
| xnor2 | 13 |
| xor2 | 15 |
-- final timing paths --
| kind | startpoint | to | slack [ns] | cells after the start |
|---|---|---|---|---|
| worst max-delay path | src1_i[0] | sum_o[26] | 11.46 | 11 |
| worst min-delay path | src2_i[0] | sum_o[0] | 10.67 | 3 |
Power and IR drop assume default switching activity.
